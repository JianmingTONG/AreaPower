==> flow/design.v <==
module xbar # (
	parameter DATA_TYPE = 16,
	parameter NUM_PES = 16,
	parameter INPUT_BW = 16,
	parameter LOG2_PES = 4) (
	clk,
	rst,
	i_data_bus,  
	i_mux_bus,  
	o_dist_bus  
);
	input clk;
	input rst;
	input [NUM_PES*DATA_TYPE-1 : 0] i_data_bus;
	input [LOG2_PES * NUM_PES -1 : 0] i_mux_bus;
	output reg [NUM_PES * DATA_TYPE -1 : 0] o_dist_bus;
	wire [NUM_PES * DATA_TYPE -1 : 0] w_dist_bus;
	genvar i;
	generate
		for (i=0; i < NUM_PES; i=i+1) begin : gen_out
			mux # (
				.DATA_TYPE(DATA_TYPE),
				.INPUT_BW(INPUT_BW),
				.SEL_SIZE(LOG2_PES)) my_mux (
				.i_data_bus(i_data_bus),
				.i_mux_sel(i_mux_bus[i*LOG2_PES+:LOG2_PES]),
				.o_dist(w_dist_bus[i*DATA_TYPE+:DATA_TYPE])
			);
		end
	endgenerate
	always @ (posedge clk or negedge rst) begin
		if (rst == 1'b0) begin
			o_dist_bus = 'd0;
		end else begin
			o_dist_bus = w_dist_bus;
		end
	end
endmodule
module mux # (
	parameter DATA_TYPE = 16,
	parameter INPUT_BW = 128,
	parameter SEL_SIZE = 7) (
	i_data_bus,
	i_mux_sel,
	o_dist
);
	input [INPUT_BW*DATA_TYPE-1 : 0] i_data_bus;
	input [SEL_SIZE-1 : 0] i_mux_sel;
	output reg [DATA_TYPE-1 : 0] o_dist;
	always @ (*) begin
		o_dist = i_data_bus[i_mux_sel*DATA_TYPE+:DATA_TYPE];
	end
endmodule
==> flow/run.sh <==
#!/bin/bash
# OpenROAD 26Q1-2900-gdf79404cd8, Yosys 0.63+post, stock flow scripts
make -C /OpenROAD-flow-scripts/flow DESIGN_CONFIG=/design/flow/config.mk WORK_HOME=/design/flow/orfs finish
==> flow/config.mk <==
export PLATFORM = sky130hd
export DESIGN_NAME = xbar
export DESIGN_NICKNAME = xbar
export VERILOG_FILES = /design/flow/design.v
export SDC_FILE = /design/flow/constraint.sdc
export NUM_CORES = 4
export LEC_CHECK = 1
export CORE_UTILIZATION = 30
==> flow/constraint.sdc <==
current_design xbar

set clk_period 1.0
set clk_io_pct 0.2

create_clock -name clk0 -period $clk_period [get_ports {clk}]

set non_clock_inputs [all_inputs -no_clocks]
set_input_delay [expr $clk_period * $clk_io_pct] -clock clk0 $non_clock_inputs
set_output_delay [expr $clk_period * $clk_io_pct] -clock clk0 [all_outputs]
==> impl_metrics.csv <==
group,metric,value,unit
placed_design,dpl_worst_slack,-1.36,ns
clock_tree,cts_tree,"built",
worst_setup_path,endpoint_kind,"output port",
drt,antenna_violating_nets_post_route,0,
logic_synthesis,yosysSeqAreaShare,16.8,%
floorplanning,die_height,358,µm
sta,layout_min_cycle_time,1.70,ns
logic_synthesis,postSynthRegisterBits,256,
worst_setup_path,cp.buffers_inverters,1,
drt,routed_via_density,8.15,
min_path,hold-path-cell-count,4,
logic_synthesis,synthDominantCellAreaShare,56.1,%
worst_setup_path,required,0.80,ns
placed_design,place.gp.congestion,1.14,
logic_synthesis,area_figure_in_the_yosys_stat_output,38000,µm²
logic_synthesis,ff_type,"sky130_fd_sc_hd__dfrtp_1",
sta,worst-slew-pin-transition,0.630,ns
job,stage_log_warnings,32,
grt,grt_first_pass_wirelength,449000,µm
logic_synthesis,synthCells,2704,
power,vdd_ir_drop_max,1390,µV
worst_setup_path,path_cells,"buf_2",
clock_tree,cts.root.buffer_cell,"sky130_fd_sc_hd__clkbuf_16",
sta,final-max-slew-violation-count,0,
sta,final_critical_path_setup_slack,-0.705,ns
logic_synthesis,mappedNetlistArea,38000,µm²
run_status,run_status,"complete, but fails checks",
sta,period_used_share,170,%
worst_setup_path,peak_fanout_along_the_critical_path,1,
min_path,timing.hold.worst.class,"input pin to flip-flop",
placed_design,hpwl_after_detailed_placement,202000,µm
logic_synthesis,yosys-stat-cells,2704,
logic_synthesis,fraction_of_registers_with_async_set_or_reset_after_synthesis,100,%
floorplanning,die_width,358,µm
sta,setup_viol,482,
grt,maximum_number_of_pins_on_one_net_before_global_route_repair,56,
grt,grt_use_total,56.3,%
clock_tree,cts.reportedPaths.clkPinSlew,0.06,ns
worst_setup_path,critical-path-slowest-cell,"sky130_fd_sc_hd__dfrtp_2",
drt,detail_route.wirelength,360000,µm
sta,unrepaired_setup_endpoints_after_global_routing,"true",
drt,drtIter0Drc,8449,
floorplanning,chip_area,128000,µm²
logic_synthesis,synthDistinctLibCells,19,
floorplanning,fp-row-count,130,
worst_setup_path,worst_setup_path_start_kind,"flip-flop",
min_path,startpoint_of_the_lowest_slack_hold_path,"i_data_bus[154]",
floorplanning,coreArea,126000,µm²
logic_synthesis,synth_top_cell_by_area,"sky130_fd_sc_hd__mux4_2",
clock_tree,htreeDepth,2,
logic_synthesis,top_cells_by_count,"sky130_fd_sc_hd__mux4_2 (948), sky130_fd_sc_hd__a22oi_1 (512), sky130_fd_sc_hd__clkbuf_1 (419), sky130_fd_sc_hd__dfrtp_1 (256), sky130_fd_sc_hd__nand2_1 (256)",
sta,hold_ws,0.130,ns
worst_setup_path,critical_path_class,"flip-flop to output port",
clock_tree,cts.path.max_buffers,3,
worst_setup_path,critPathArrivalTime,1.50,ns
sta,maxSlewHeadroom,57.9,%
drt,wl_per_instance,56.3,µm
floorplanning,floorplan.core_util,30.2,%
sta,finalSetupTns,-121.89,ns
placed_design,portBuffers,577,
power,static-leakage-power,28.8,nW
sta,max_freq,0.587,GHz
power,p_per_area,1000,nW/µm²
run_status,violations,"negative setup slack",
power,p_total,70.7,mW
drt,via_count,52108,
logic_synthesis,edf_count,0,
layout,drive_gt1_share,88.1,%
job,cap_violations,0,
floorplanning,boundaryPins,578,
sta,hold_viol_final,0,
grt,number_of_antenna_violations_at_the_first_check_in_global_routing,101,
logic_synthesis,yosys-top-cells-area,"sky130_fd_sc_hd__mux4_2 (56%), sky130_fd_sc_hd__dfrtp_1 (17%), sky130_fd_sc_hd__a22oi_1 (10%)",
grt,via_count_of_the_first_global_routing_pass,50647,
layout,util_after_layout,56.0,%
grt,grt-ovfl-total,0,
layout,largest_register_ffs,256,
clock_tree,cts_made_buffers,40,
logic_synthesis,most_common_cell,"sky130_fd_sc_hd__mux4_2",
min_path,worstHoldEndpoint,"o_dist_bus[202]$_DFF_PN0_",
worst_setup_path,path_delay_family,"flip-flops",
clock_tree,cts.sink_count,256,
drt,detailedRoute.firstPassIterationCount,11,
logic_synthesis,synthesis.yosys.warnings,2,
drt,drc,0,
layout,flow.area_growth_from_synthesis,85.1,%
logic_synthesis,average_cell_area_after_synthesis,14.1,µm²
worst_setup_path,worst_path_largest_cell_delay,0.62,ns
per-stage QoR:
stage | std cells | cell area (µm²)
2_1_floorplan | 2704 | 38700
3_3_place_gp | 5540 | 56200
3_5_place_dp | 5540 | 56200
4_1_cts | 6208 | 67600
5_1_grt | 6366 | 70300
6_report | 6392 | 70400
what timing repair did:
| item | in CTS | in global routing |
|---|---|---|
| gates cloned | 150 | 15 |
| buffers inserted | 501 | 127 |
| pin swaps | 260 | 244 |
| endpoints found under the hold margin | 256 | 256 |
| setup endpoints to repair | 512 | 526 |
| gates resized | 2868 | 572 |
| hold buffers | 1 | 1 |
power by group:
group / total (mW) / switching, mW / internal, mW
clock network: 16.4 / 7.01 / 9.39
registers: 13.2 / 1.37 / 11.8
logic: 41.1 / 21.1 / 20.1
total: 70.7 / 29.4 / 41.3
logic make-up (layout without fill, tap and decap cells):
| kind of cell | after synthesis | after routing | share of synthesized area (%) |
|---|---|---|---|
| flip-flops | 256 | 256 | 16.8 |
| multiplexers | 1024 | 1024 | 61.4 |
| AND/OR/NAND/NOR | 320 | 320 | 3.47 |
| AND-OR/OR-AND | 512 | 512 | 10.1 |
| other | 0 | 100 | 0 |
| buffers and inverters | 592 | 2530 | 8.22 |
layer usage:
metal / up-vias / global-route usage, % / wire length, µm
met3: 3282 / 54.7 / 80300
met4: 177 / 54.5 / 50800
met5: - / 45.4 / 4500
met2: 7974 / 64.2 / 126000
li1: 15792 / - / -
met1: 24883 / 51.2 / 98300
how the worst max path moves through the flow:
stage	from	endpoint	slack (ns)	cells after the start
after CTS	o_dist_bus[164]$_DFF_PN0_	o_dist_bus[164]	-0.56	1
after global routing	o_dist_bus[96]$_DFF_PN0_	o_dist_bus[96]	-0.66	1
final	o_dist_bus[164]$_DFF_PN0_	o_dist_bus[164]	-0.70	1
final cells by class:
cell class | instances | area, µm²
diodes | 100 | 250
clock buffers | 47 | 1090
clock inverters | 24 | 317
fillers | 9337 | 55400
multi-input cells | 1856 | 31200
flip-flops and latches | 256 | 6470
well taps | 1650 | 2060
repair buffers | 2459 | 29000
cells in the final DEF, fill, tap and decap left out, types with 11 or more instances in the layout:
cell type | netlist | layout
sky130_fd_sc_hd__nand2_4 | 0 | 42
sky130_fd_sc_hd__buf_16 | 0 | 62
sky130_fd_sc_hd__clkdlybuf4s15_2 | 0 | 28
sky130_fd_sc_hd__buf_4 | 46 | 853
sky130_fd_sc_hd__nor2b_4 | 0 | 11
sky130_fd_sc_hd__clkbuf_16 | 0 | 56
sky130_fd_sc_hd__dfrtp_1 | 256 | 207
sky130_fd_sc_hd__clkdlybuf4s15_1 | 0 | 11
sky130_fd_sc_hd__buf_6 | 55 | 349
sky130_fd_sc_hd__clkbuf_2 | 1 | 15
sky130_fd_sc_hd__nor2_1 | 16 | 14
sky130_fd_sc_hd__nand2_1 | 256 | 121
sky130_fd_sc_hd__buf_12 | 13 | 480
sky130_fd_sc_hd__mux4_2 | 948 | 1008
sky130_fd_sc_hd__dfrtp_2 | 0 | 49
sky130_fd_sc_hd__nand2_2 | 0 | 88
sky130_fd_sc_hd__buf_8 | 1 | 121
sky130_fd_sc_hd__bufbuf_16 | 0 | 63
sky130_fd_sc_hd__diode_2 | 0 | 100
sky130_fd_sc_hd__nor2b_2 | 0 | 11
sky130_fd_sc_hd__dlygate4sd2_1 | 0 | 85
sky130_fd_sc_hd__a22oi_2 | 0 | 427
sky130_fd_sc_hd__buf_2 | 23 | 372
sky130_fd_sc_hd__a22oi_1 | 512 | 85
tightest hold or removal path, stage by stage:
cell	delay, ns
sky130_fd_sc_hd__clkbuf_2	0.16
sky130_fd_sc_hd__mux4_2	0.27
sky130_fd_sc_hd__a22oi_2	0.07
sky130_fd_sc_hd__nand2_1	0.06
No activity file was given, so power comes from the tool's default toggle rates.
