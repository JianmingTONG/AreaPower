[flow/config.mk]
export PLATFORM = sky130hd
export DESIGN_NAME = single_multiplexer
export DESIGN_NICKNAME = single_multiplexer
export VERILOG_FILES = /design/flow/design.v
export SDC_FILE = /design/flow/constraint.sdc
export NUM_CORES = 4
export LEC_CHECK = 1
export CORE_AREA = 10 10 80 80
export DIE_AREA = 0 0 90 90
[flow/constraint.sdc]
current_design single_multiplexer

set clk_period 2.0
set clk_io_pct 0.2

create_clock -name clk0 -period $clk_period [get_ports {clk}]

set non_clock_inputs [all_inputs -no_clocks]
set_input_delay [expr $clk_period * $clk_io_pct] -clock clk0 $non_clock_inputs
set_output_delay [expr $clk_period * $clk_io_pct] -clock clk0 [all_outputs]
[flow/design.v]
`timescale 1ns / 1ps
module single_multiplexer#(parameter NUM_PES=16, DATA_TYPE=8, NUM_SEL=$clog2(NUM_PES))
(
    input                          clk,
    input  [NUM_SEL-1:0]           sel_in,
    input  [NUM_PES*DATA_TYPE-1:0] data_in,
    output [DATA_TYPE-1:0]         data_out
    );
    reg [DATA_TYPE-1:0] data_out_reg;
    reg [DATA_TYPE-1:0] temp_data;
    always@(*)
    begin
        temp_data = data_in >> sel_in;
    end
    always@(posedge clk)
    begin
        data_out_reg <= temp_data;
    end
    assign data_out = data_out_reg;
endmodule
[flow/run.sh]
#!/bin/bash
# OpenROAD 26Q1-2900-gdf79404cd8, Yosys 0.63+post, stock flow scripts
make -C /OpenROAD-flow-scripts/flow DESIGN_CONFIG=/design/flow/config.mk WORK_HOME=/design/flow/orfs finish
==> summary.txt <==
Outcome: finished, final reports clean
Cell area leaders: mux4_2, mux2i_1, dfxtp_1
CP endpoint kind: flip-flop
Longest Clk Path Bufs: 2
IR drop worst, VDD: 0.153 mV
Top_reg_cell synth: dfxtp_1
DIE HEIGHT: 90 um
Setup Viol. Count Final: 0
Clock sinks: 8
CTS Buf Count: 3
Yosys simple share: 3.41%
Average wire per standard cell: 13.6 um
Slew margin rel.: 74.9%
Pint: 0.496 mW
WL met1: 1080 um
Cell Rows: 25
Dominant cell area share: 36.3%
Chip Area: 8100 um^2
Area leader, netlist: mux4_2
Top cells by count, synth: mux2i_1, mux4_2, dfxtp_1
Crit path DRT: 2.10 ns
Largest net degree at the start of global routing: 21
DR pass1 iterations: 4
Initial antenna violation count: 0
# IOs: 141
Compound Share, Synth: 2.17%
Unique cell types: 12
Sequential share of power: 30.0%
Setup slack after layout: 0.228 ns
DRC violations left: 0
Synth flops: 8
Vias in the first global route: 745
PortBufs: 35
Share of layout cells above drive strength 1: 24.5%
Final hold violations: 0
Proportion of power drawn by the clock network: 28.4%
Via count: 679
Register area share after synthesis: 19.8%
Global-route wire length before repair: 3730 um
Switch Pwr: 0.142 mW
CP max FO: 20
Combinational power share: 41.6%
Crit path DAT: 1.88 ns
Pre-CTS WS: -0.00177 ns
Comb area leader: multiplexers
WL met2: 958 um
Slew of the pin with the lowest slew margin: 0.366 ns
Crit share post-route: 88.6%
Gr ovfl total: 0
H-tree Lvls: 1
Total negative slack: 0 ns
Fin util: 27.8%
Dpl cell area: 1270 um^2
DR vias/cell: 4.12
Final wirelength: 2240 um
DR iter-0 viols: 31
Max Slew Vio Count: 0
Crit Path Category: input pin to flip-flop
Core ar.: 4720 um^2
Synth-to-layout area growth: 62.6%
Syn_area_per_cell: 13.0 um^2
Fin area: 1310 um^2
Clock Tree Root: clkbuf_8
Sw Ratio: 22.3%
Crit start category: input pin
Die width: 90 um
Largest register FFs: 8
Worst Hold Class: input pin to flip-flop
PwrDens: 486 nW/um^2
CTS tree: done
FMAX: 0.564 GHz
Fill count: 485
YS chip area: 807 um^2
Multi-input logic area: 602 um^2
Post-synth ARST share: 0%
Gpl congestion: 0.839
DP Cell Count: 162
Yosys Instances: 62
Post-Layout Cell Count: 165
Sequential Area: 160 um^2
Tot Pwr: 0.638 mW
CTS Hold Bufs: 0
FA/HA/MAJ Cells, Area Fraction: 0%
EDFF count, synth: 0
Init Core Util: 17.1%
HPWL after detailed placement: 1990 um
Reg clk slew, reported paths: 0.04 ns
Hold Slack: 1.01 ns
Metal3 WL: 203 um
Most frequent cell after synthesis: mux2i_1
Cell count after synthesis: 62
Total global-route track usage: 5.54%
Post-cts gate resize count: 0
Period minus WS final: 1.77 ns
Max cap viols: 0
XOR-XNOR Cells, Area Fraction: 0%
Pleak: 0.509 nW
RSZ-0062 raised after global routing: false
Multiplexer share: 69.0%
Tool warnings: 130
Mapped cell area: 807 um^2
N_diodes: 0
Post-CTS setup buffer count: 0
Top Metal Used: met3
Synth warnings: 1
Antenna-violating nets left: 0
[per-layer routing]
| layer | vias up | global-route usage [%] |
|---|---|---|
| li1 | 323 | - |
| met1 | 327 | 7.69 |
| met2 | 29 | 8.05 |
| met3 | 0 | 2.43 |
| met4 | 0 | 0.663 |
| met5 | - | 0 |
[power groups by stage]
stage | clock network [mW] | registers [mW] | logic [mW]
CTS | 0.188 | 0.192 | 0.270
finish | 0.181 | 0.192 | 0.266
global route | 0.201 | 0.194 | 0.291
[final cells by class]
class	instances	share of cell area (%)
tap	67	6.39
clock buffer	3	3.15
timing repair buffer	40	32.4
sequential	8	12.2
multi-input combinational	47	45.9
[worst paths after layout]
check,startpoint,end,slack [ns],depth (start not counted)
max,sel_in[3],data_out_reg[2],0.23,5
min,sel_in[2],data_out_reg[3],1.01,3
[worst max-delay path, cell delays in order]
cell	delay, ns
clkdlybuf4s50_1	0.50
buf_12	0.18
mux2i_1	0.38
mux4_2	0.34
mux2i_1	0.07
[placed cells by master, fill, tap and decap left out]
| master | n |
|---|---|
| nand2b_1 | 2 |
| buf_12 | 3 |
| mux2i_1 | 23 |
| clkdlybuf4s50_1 | 35 |
| nor2_1 | 2 |
| mux4_2 | 13 |
| dfxtp_1 | 8 |
| mux2_2 | 3 |
| clkbuf_8 | 3 |
| nand2_1 | 2 |
| buf_4 | 2 |
| o221ai_1 | 2 |
[kinds of logic after synthesis]
family | Yosys count
buf+inv | 7
simple gates | 6
compound gates | 2
flops | 8
mux | 39
No activity file was given, so power comes from the tool's default toggle rates.
